File: design.v
module cereal (input wire sysclk,
               input wire [7:0] data,
               input wire start,
               output reg cereal,
               output reg status,
               output wire pulse,
					output wire [7:0] data_test);
  clockdiv #(15,5207) clockdiv(.sysclk(sysclk),.pulse(pulse));
  parameter IDLE=4'b0000;
  parameter START=4'b0001;
  parameter BIT0=4'b0011;
  parameter BIT1=4'b0010;
  parameter BIT2=4'b0110;
  parameter BIT3=4'b0111;
  parameter BIT4=4'b0101;
  parameter BIT5=4'b0100;
  parameter BIT6=4'b1100;
  parameter BIT7=4'b1001;
  parameter DONE=4'b1011;
  reg [3:0] state = IDLE;
  reg start_latch = 1'b0;
  reg [7:0] data_latch = 8'b00000000;
  assign data_test = data_latch;
  always @(posedge sysclk) begin
    if(status) data_latch <= data;
  end
  always @(posedge sysclk) begin
		if(start) start_latch <= 1'b1;
		else if (!status) start_latch <= 1'b0;
        else if (data_latch == 8'b00000000) start_latch <= 1'b0;
  end
  always @(posedge pulse) begin
    case(state)
      IDLE: if (start_latch) state <= START;    
      START: state <= BIT0;    
      BIT0: state <= BIT1;     
      BIT1: state <= BIT2;
      BIT2: state <= BIT3;
      BIT3: state <= BIT4;
      BIT4: state <= BIT5;
      BIT5: state <= BIT6;
      BIT6: state <= BIT7;
      BIT7: state <= DONE;
      DONE: state <= IDLE;               
      default: state <= IDLE;            
    endcase
  end
  always @(*) begin
    case(state)
      IDLE: begin cereal = 1'b1; status = 1'b1; end                    
      START: begin cereal = 1'b0; status = 1'b0; end                   
      BIT0: begin cereal = data_latch[0]; status = 1'b0; end                                        
      BIT1: begin cereal = data_latch[1]; status = 1'b0;end
      BIT2: begin cereal = data_latch[2]; status = 1'b0;end
      BIT3: begin cereal = data_latch[3]; status = 1'b0;end
      BIT4: begin cereal = data_latch[4]; status = 1'b0;end
      BIT5: begin cereal = data_latch[5]; status = 1'b0;end
      BIT6: begin cereal = data_latch[6]; status = 1'b0;end
      BIT7: begin cereal = data_latch[7]; status = 1'b0;end
      DONE: begin                                                      
        cereal = 1'b1;
        status = 1'b1;
      end                 
      default: begin cereal = 1'b1; status = 1'b1; end                        
    endcase
  end
endmodule
module clockdiv (input wire sysclk, output wire pulse);
parameter WIDTH=8;
parameter COUNT=2**WIDTH-1;
reg [(WIDTH-1):0] clockdiv = 0;
assign pulse=!clockdiv;
always @(posedge sysclk) begin
    if (clockdiv == COUNT) 
        clockdiv <= 0;
    else
        clockdiv <= clockdiv + 1;
end
endmodule
module debouncer (input wire btn, input wire sysclk, output wire btn_deb);
wire pulse;
clockdiv #(16) cd(.sysclk(sysclk),.pulse(pulse));
reg [2:0] ff = 2'b00;  
reg ff_out = 0;
always @(posedge sysclk) begin	
  	ff_out<=ff[0]&ff[1]&ff[2]; 
	if(pulse) begin
	     ff[0]<=btn;
	     ff[1]<=ff[0];
	     ff[2]<=ff[1];
	end
end
assign	btn_deb=(ff[0]&ff[1]&ff[2])&(~ff_out);
endmodule
module addr( 
	input wire clk,
	input wire [9:0] count,
	output reg [3:0] addr
    );
	always @(posedge clk) begin
		if (count < 13) addr <= 4'b0000;
		else if ((count > 12) && (count < 26)) addr <= 4'b0001;
		else if ((count > 25) && (count < 39)) addr <= 4'b0010;
		else if ((count > 38) && (count < 52)) addr <= 4'b0011;
		else if ((count > 51) && (count < 65)) addr <= 4'b0100;
		else if ((count > 64) && (count < 78)) addr <= 4'b0101;
		else if ((count > 77) && (count < 91)) addr <= 4'b0110;
		else if ((count > 90) && (count < 104)) addr <= 4'b0111;
		else if ((count > 103) && (count < 117)) addr <= 4'b1000;
		else if ((count > 116) && (count < 130)) addr <= 4'b1001;
		else if ((count > 129) && (count < 143)) addr <= 4'b1010;
		else if ((count > 142) && (count < 156)) addr <= 4'b1011;
		else if ((count > 155) && (count < 169)) addr <= 4'b1100;
		else if ((count > 168) && (count < 182)) addr <= 4'b1101;
		else if ((count > 181) && (count < 195)) addr <= 4'b1110;
		else if ((count > 194) && (count < 208)) addr <= 4'b0010;
		else addr <= 4'b0000;
	end
endmodule
module control (input wire sysclk, input wire write, input wire reset, input wire auto, input wire sw1, input wire sw2, input wire sw3, input wire sw4, output wire out_fin, output wire [7:0] data_latch, output wire out_debug);
	wire holderOut;
	wire holderAutoLatch;
	wire [7:0] currentData;
	wire [3:0] addr;
	wire [7:0] d1;
	wire [7:0] d2;
	wire [7:0] d3;
	wire [7:0] d4;
	wire [9:0] count;
	wire clk;
	wire sw1_latch;
	wire sw2_latch;
	wire sw3_latch;
	wire sw4_latch;
	wire trig;
	assign out_debug = out_fin;
    rom1 rom1(.data(d1),.addr(addr));
    rom2 rom2(.data(d2),.addr(addr));
    rom3 rom3(.data(d3),.addr(addr));
    rom4 rom4(.data(d4),.addr(addr));
	holder holder(.sysclk(sysclk), .write(write), .auto(auto), .sw1(sw1), .sw2(sw2), .sw3(sw3), .sw4(sw4), .sw1_latch(sw1_latch), .sw2_latch(sw2_latch), .reset(reset), .sw3_latch(sw3_latch), .sw4_latch(sw4_latch), .out(holderOut), .auto_latch(holderAutoLatch), .clk(clk));
	splitter splitter(.reset(reset), .sysclk(sysclk), .outTrig(trig), .clk(clk), .sw1(sw1), .sw2(sw2), .sw3(sw3), .sw4(sw4), .sw1_latch(sw1_latch), .sw2_latch(sw2_latch), .sw3_latch(sw3_latch), .sw4_latch(sw4_latch), .holder(holderOut), .auto_latch(holderAutoLatch), .rom1(d1), .rom2(d2), .rom3(d3), .rom4(d4), .currentData(currentData), .count(count));
	addr addr1(.clk(clk), .count(count), .addr(addr));
	cereal cereal(.sysclk(sysclk),.data(currentData),.start(trig),.cereal(out_fin),.status(),.pulse());
endmodule
module holder (
	input wire write,
	input wire auto,
	input wire sysclk,
	input wire sw1,
	input wire sw2,
	input wire sw3,
	input wire sw4,
	input wire reset,
	output reg sw1_latch,
	output reg sw2_latch,
	output reg sw3_latch,
	output reg sw4_latch,
	output reg auto_latch,
	output reg out,
	output wire clk);
	reg [9:0] total;
	wire write_deb;
	reg deb;
	reg [9:0] count;
	wire auto_deb;
	clockdiv #(15,5207) clockdiv(.sysclk(sysclk),.pulse(clk));
	debouncer debouncer_write(.sysclk(sysclk),.btn(write),.btn_deb(write_deb));
	debouncer debouncer_auto(.sysclk(sysclk),.btn(auto),.btn_deb(auto_deb));
	always @(posedge sysclk) begin
		if (reset) begin
			deb <= 0;
			auto_latch <= 0;
		end
		else begin
			if (write_deb == 1) deb <= 1;							 
			if (((count > 0) && (count == total))||((sw1 ==0)&&(sw2==0)&&(sw3==0)&&(sw4==0))) deb <= 0;
			if (auto_deb)begin 
				if (out == 0)
					begin
						if (auto_latch != 1) 
							begin
								auto_latch <= 1;
								if (sw1 == 1) sw1_latch <= 1;
								if (sw2 == 1) sw2_latch <= 1;
								if (sw3 == 1) sw3_latch <= 1;
								if (sw4 == 1) sw4_latch <= 1;
							end
						else 
							begin
								auto_latch <= 0;
								sw1_latch <= 0;
								sw2_latch <= 0;
								sw3_latch <= 0;
								sw4_latch <= 0;
							end
					end
				else 
					begin
						auto_latch <= 0;
						sw1_latch <= 0;
						sw2_latch <= 0;
						sw3_latch <= 0;
						sw4_latch <= 0;
					end	
				end
			end
		end
    always @(posedge clk) begin
		if (reset) begin
			out <= 0;
			count <= 9'b000000000;
			total <= 9'b000000000;	
		end
		 else begin
		 	if ((sw1 ==0) && (sw2 == 0) && (sw3 == 0) && (sw4 == 0)) total <= 0;
			begin		
				if ((out == 1)&&(count < total))
					begin
						count <= count + 1;
					end
				else if ((out == 1)&&(count == total))					
					begin
						out <= 0;
						count <= 9'b000000000;
					end
				else if (deb == 1 && ((sw1==1)||(sw2==1)||(sw3==1)||(sw4==1))) 
					begin
						out <= 1;	
						if (sw1) total <= total + 156;
						if (sw2) total <= total + 143;
						if (sw3) total <= total + 104;
						if (sw4) total <= total + 66;
					end
				else
					begin
						out <= 0;
						count <= 9'b000000000;
					end
				end
			end
		end
endmodule
module rom1 (input wire [3:0] addr, output reg [7:0] data);
    always @(addr) begin
        case(addr)
            4'b0000: data = 8'b01000101;  
            4'b0001: data = 8'b01001110;  
            4'b0010: data = 8'b01000111;  
            4'b0011: data = 8'b01001001;  
            4'b0100: data = 8'b01001110;  
            4'b0101: data = 8'b01000101;  
            4'b0110: data = 8'b01000101;  
            4'b0111: data = 8'b01010010;  
            4'b1000: data = 8'b01001001;  
            4'b1001: data = 8'b01001110;  
            4'b1010: data = 8'b01000111;  
			4'b1011: data = 8'b00100000;
            default: data = 8'b00000000;
        endcase
    end
endmodule
module rom2 (input wire [3:0] addr, output reg [7:0] data);
    always @(addr) begin
        case(addr)
            4'b0000: data = 8'b01000001;  
            4'b0001: data = 8'b01010011;  
            4'b0010: data = 8'b01010011;  
            4'b0011: data = 8'b01001001;  
            4'b0100: data = 8'b01000111;  
            4'b0101: data = 8'b01001110;  
            4'b0110: data = 8'b01001101;  
            4'b0111: data = 8'b01000101;  
            4'b1000: data = 8'b01001110;  
            4'b1001: data = 8'b01010100;  
			4'b1010: data = 8'b00100000;
            default: data = 8'b00000000;
        endcase
    end
endmodule
module rom3 (input wire [3:0] addr, output reg [7:0] data);
    always @(addr) begin
        case(addr)
            4'b0000: data = 8'b01010011;  
            4'b0001: data = 8'b01010100;  
            4'b0010: data = 8'b01010101;  
            4'b0011: data = 8'b01000100;  
            4'b0100: data = 8'b01000101;  
            4'b0101: data = 8'b01001110;  
            4'b0110: data = 8'b01010100;  
		4'b0111: data = 8'b00100000;
            default: data = 8'b00000000;
        endcase
    end
endmodule
module rom4 (input wire [3:0] addr, output reg [7:0] data);
    always @(addr) begin
        case(addr)
            4'b0000: data = 8'b01000110;  
            4'b0001: data = 8'b01010000;  
            4'b0010: data = 8'b01000111;  
            4'b0011: data = 8'b01000001;  
				4'b0100: data = 8'b00100000;
            default: data = 8'b00000000;
        endcase
    end
endmodule
module splitter (
	input wire sysclk,
	input wire clk,
	input wire sw1,
	input wire sw2,
	input wire sw3,
	input wire sw4,
	input wire reset,
	input wire holder,
	input wire auto_latch,
	input wire sw1_latch,
	input wire sw2_latch,
	input wire sw3_latch,
	input wire sw4_latch,	
	input wire [7:0] rom1,
	input wire [7:0] rom2,
	input wire [7:0] rom3,
	input wire [7:0] rom4,
	output reg [7:0] currentData,
	output reg [9:0] count,
	output reg outTrig);
	reg [1:0] signum;
	reg [3:0] count11;
	always @(posedge sysclk) begin
		if (((holder==1) || (auto_latch==1)) && (count11 == 3)) begin outTrig <= 1; end
		else begin outTrig <= 0; end
	end
   always @(posedge clk) begin
	if (reset) signum <= 2'b00;
	else begin if ((holder == 1) && (auto_latch == 0))
			begin
				if ((signum == 0) && (count == 155))
					begin 
						count <= 0;
						if (sw2) signum <= 1;
						else if (sw3) signum <= 2;
						else if (sw4) signum <= 3;
					end
				else if ((signum == 1) && (count == 142))
					begin 
						if (sw3) signum <= 2;
						else if (sw4) signum <= 3;
						count <= 0;
					end
				else if ((signum == 2) && (count == 103))
					begin 
						if (sw4) signum <= 3;
						count <= 0;
					end
				else if ((signum == 3) && (count == 65))
					begin 
						signum <= 0;
						count <= 0;
					end
				else 	count <= count + 1;
				if (count11 == 12) count11<=4'b0000;
				else count11 <= count11 + 1;
				if ((sw1 == 1) && (signum == 0))
					begin 
						currentData <= rom1;
					end
				else if ((sw2== 1) && (signum == 1))
					begin 
						currentData <= rom2;
					end 
				else if ((sw3 == 1) && (signum == 2))
					begin 
						currentData <= rom3;
					end
				else if ((sw4 == 1) && (signum == 3))
					begin 
						currentData <= rom4;
					end
				else currentData <= 8'b00000000;
			end
		else 
			begin
				count <= 0;
				count11 <= 0;
				currentData <= 8'b00000000;
				if (sw1 == 1) signum <= 0;
				else if (sw2 == 1) signum <= 1;
				else if (sw3 == 1) signum <= 2;
				else if (sw4 == 1) signum <= 3;
				else signum <= 0;
			end
		if (auto_latch == 1)
			begin
				if ((signum == 0) && (count == 155))
					begin 
						count <= 0;
						if (sw2_latch==1) signum <= 1;
						else if (sw3_latch == 1) signum <= 2;
						else if (sw4_latch == 1) signum <= 3;
						else signum <= 0;
					end
				else if ((signum == 1) && (count == 142))
					begin 
						count <= 0;
						if (sw3_latch==1) signum <= 2;
						else if (sw4_latch == 1) signum <= 3;
						else if (sw1_latch == 1) signum <= 0;
						else signum <= 1;
					end
				else if ((signum == 2) && (count == 103))
					begin 
						count <= 0;
						if (sw4_latch==1) signum <= 3;
						else if (sw1_latch == 1) signum <= 0;
						else if (sw2_latch == 1) signum <= 1;
						else signum <= 2;
					end
				else if ((signum == 3) && (count == 65))
					begin 
						count <= 0;
						if (sw1_latch==1) signum <= 0;
						else if (sw2_latch == 1) signum <= 1;
						else if (sw3_latch == 1) signum <= 2;
						else signum <= 3;
					end
				else 	count <= count + 1;
				if (count11 == 12) count11<=4'b0000;
				else count11 <= count11 + 1;
					if ((sw1 == 1) && (signum == 0))
						begin 
							currentData <= rom1;
						end
					else if ((sw2== 1) && (signum == 1))
						begin 
							currentData <= rom2;
						end 
					else if ((sw3 == 1) && (signum == 2))
						begin 
							currentData <= rom3;
						end
					else if ((sw4 == 1) && (signum == 3))
						begin 
							currentData <= rom4;
						end
					else currentData <= 8'b00000000;
					end
		end
		end
endmodule
File: run.sh
#!/bin/bash
# OpenROAD 26Q1-2900-gdf79404cd8, Yosys 0.63+post, stock flow scripts
make -C /OpenROAD-flow-scripts/flow DESIGN_CONFIG=/design/flow/config.mk WORK_HOME=/design/flow/orfs finish
File: config.mk
export PLATFORM = sky130hd
export DESIGN_NAME = control
export DESIGN_NICKNAME = control
export VERILOG_FILES = /design/flow/design.v
export SDC_FILE = /design/flow/constraint.sdc
export NUM_CORES = 4
export LEC_CHECK = 1
export CORE_UTILIZATION = 50
File: constraint.sdc
current_design control

set clk_period 3.2
set clk_io_pct 0.2

create_clock -name clk0 -period $clk_period [get_ports {sysclk}]

set non_clock_inputs [all_inputs -no_clocks]
set_input_delay [expr $clk_period * $clk_io_pct] -clock clk0 $non_clock_inputs
set_output_delay [expr $clk_period * $clk_io_pct] -clock clk0 [all_outputs]
==> impl_metrics.env <==
# flow metrics
export IMPL_run_status="completed"
export IMPL_worstHoldPathCells=1
export IMPL_synth_top_cells_by_area="sky130_fd_sc_hd__dfxtp_1 (23%), sky130_fd_sc_hd__edfxtp_1 (15%), sky130_fd_sc_hd__ha_1 (6.0%), sky130_fd_sc_hd__nor2_1 (4.3%), sky130_fd_sc_hd__xnor2_1 (4.1%)"
export IMPL_grt_start_max_net_pins=51
export IMPL_warnings=44
export IMPL_core_region_area_mm2=0.0167
export IMPL_netlist_area_mm2=0.00861
export IMPL_antenna_viol_nets_final=0
export IMPL_ys_seq_elements=139
export IMPL_mean_post_synth_cell_area_um2=8.53
export IMPL_vdd_ir_drop_worst_mv=0.267
export IMPL_synth_cells_most_frequent="sky130_fd_sc_hd__nor2_1 (98), sky130_fd_sc_hd__dfxtp_1 (97), sky130_fd_sc_hd__nand2_1 (82), sky130_fd_sc_hd__nand3_1 (58), sky130_fd_sc_hd__o21ai_0 (55)"
export IMPL_hp_class="reg2reg"
export IMPL_critical_register_to_register_path_endpoint="holder.debouncer_write.cd.clockdiv[11]$_SDFF_PN0_"
export IMPL_postSynthSeqShare_pct=37.2
export IMPL_maximum_count_of_clock_buffers_along_a_single_path=2
export IMPL_synth_chip_area_mm2=0.00861
export IMPL_htree_num_levels=3
export IMPL_fin_setup_tns_ns=0
export IMPL_path_class="reg2out"
export IMPL_post_dp_hpwl_um=13300
export IMPL_drt_total_wl_um=19000
export IMPL_mapped_cells=1009
export IMPL_ys_warnings_count=19
export IMPL_global_route_usage_total_pct=22.7
export IMPL_relSlewSlack_pct=46.4
export IMPL_setup_worst_path_end_class="output port"
export IMPL_antenna_cells_inserted=0
export IMPL_drt_initial_drc_count=474
export IMPL_cts_buffers_inserted=9
export IMPL_io_pins=18
export IMPL_count_of_endpoints_without_a_timing_constraint=93
export IMPL_placement_io_buffers=9
export IMPL_final_max_slew_violation_count=0
export IMPL_clock_insertion_delay_worst_skew_ns=0.35
export IMPL_detailedRoute_firstPassIterationCount=6
export IMPL_post_route_cells_drive_above_1_share_pct=5.55
export IMPL_route_vias_total=7113
export IMPL_global_route_overflow_total=0
export IMPL_max_clock_freq_ghz=0.359
export IMPL_post_route_util_pct=54.5
export IMPL_critical_path_reg2reg_startpoint="holder.debouncer_write.cd.clockdiv[0]$_SDFF_PN0_"
export IMPL_floorplan_initialDensity_pct=51.5
export IMPL_min_to="cereal.start_latch$_SDFFE_PP1P_"
export IMPL_post_dp_cell_area_mm2=0.00880
export IMPL_ff_type="sky130_fd_sc_hd__dfxtp_1"
export IMPL_maxCapViolCount=0
export IMPL_synth_cell_type_count=93
export IMPL_worstMarginPinSlew_ns=0.804
export IMPL_post_cts_setup_buffers=0
export IMPL_critPathRequiredTime_ns=2.56
export IMPL_syn_to_final_growth_pct=5.71
export IMPL_top_cell_area_share_pct=22.6
export IMPL_top_cell="sky130_fd_sc_hd__nor2_1"
export IMPL_power_density_cell_area_mw_per_mm2=250
export IMPL_r2r_setup_slack_ns=1.40
export IMPL_enable_flop_cells=42
export IMPL_worst_hold_startpoint="splitter.outTrig$_DFF_P_"
export IMPL_cts_root_buf="sky130_fd_sc_hd__clkbuf_16"
export IMPL_timing_reg2reg_worst_path_depth=6
export IMPL_die_width_um=133
export IMPL_chip_area_mm2=0.0177
export IMPL_unrepaired_setup_endpoints_after_global_routing="no"
export IMPL_number_of_register_pins_that_no_clock_reaches=54
export IMPL_post_drt_via_cell_ratio=5.87
export IMPL_final_area_mm2=0.00910
export IMPL_floorplan_rows=47
export IMPL_post_drt_wl_per_cell_um=15.7
export IMPL_drc=0
export IMPL_post_synthesis_cell_type_with_the_largest_combined_area="sky130_fd_sc_hd__dfxtp_1"
export IMPL_worst_setup_sp_type="flop"
export IMPL_min_period_over_period_pct=87.0
export IMPL_yosys_cells=1009
export IMPL_chipHeight_um=133
export IMPL_cts_hold_repair_buffers=0
export IMPL_async_flop_share_pct=0
export IMPL_timing_critical_path_fanout_max=2
export IMPL_final_hold_viol_count=0
export IMPL_crit_arrival_ns=2.15
export IMPL_gp_routability_congestion=0.943
export IMPL_clkTransAtPathRegs_ns=0.05
export IMPL_report_final_setup_viol=0
export IMPL_tritoncts="yes"
export IMPL_via_count_of_the_first_global_routing_pass=6594
export IMPL_grt_antenna_before_repair=0
export IMPL_total_leakage_power_nw=3.28
export IMPL_clock_period_minus_worst_slack_ns=2.79
export IMPL_fin_worst_skew_ns=0.00645
export IMPL_cts_resized=0
export IMPL_wire_length_of_the_first_global_routing_pass_um=32200
per-stage QoR:
stage	instances	total power [mW]	hold WS, ns	setup slack (ns)
after floorplan	1016	1.19	0.395	1.18
after global placement	1195	1.22	0.407	0.794
after detailed placement	1195	1.22	0.407	0.782
after CTS	1211	2.31	0.419	0.394
after global routing	1211	2.37	0.441	0.233
final	1211	2.27	0.416	0.415
state kept, by name (all words and copies together) (netlist names), 3 cells and up:
register / cells
holder.clockdiv.clockdiv: 15
holder.debouncer_write.cd.clockdiv: 16
holder.total: 10
addr1.addr: 4
splitter.count11: 4
splitter.count: 10
splitter.currentData: 7
holder.count: 10
holder.debouncer_auto.ff: 3
holder.debouncer_write.ff: 3
splitter.signum: 4
cereal.clockdiv.clockdiv: 15
cereal.data_latch: 7
holder.debouncer_auto.cd.clockdiv: 16
cereal.state: 4
kinds of logic after synthesis:
logic type | after synthesis | share of synthesized area [%]
AOI/OAI and AO/OA | 224 | 17.4
other | 1 | 0.0436
and+or+nand+nor | 422 | 25.9
xor gates and xnor gates | 75 | 7.63
muxes | 3 | 0.494
buffers and inverters | 104 | 5.29
DFF | 139 | 37.2
adders and majority gates | 41 | 5.96
where the power goes:
part / leakage [nW] / switching, mW / internal, mW / total (mW)
logic: 1.94 / 0.0665 / 0.0337 / 0.100
clock network: 0.147 / 0.420 / 0.657 / 1.08
registers: 1.19 / 0.000942 / 1.09 / 1.09
total: 3.28 / 0.488 / 1.78 / 2.27
critical path, cell delays in order, from the launching register on:
cell and delay, ns:
sky130_fd_sc_hd__edfxtp_1 0.39, sky130_fd_sc_hd__mux4_2 0.47, sky130_fd_sc_hd__nor3_1 0.19, sky130_fd_sc_hd__nor2_1 0.08, sky130_fd_sc_hd__o21ai_0 0.14, sky130_fd_sc_hd__o21ai_0 0.12, sky130_fd_sc_hd__clkdlybuf4s50_1 0.41
worst max-delay path by stage:
stage                              start   endpoint  slack [ns]  depth (start not counted)
5_1_grt   cereal.data_latch[3]$_DFFE_PN_  out_debug        0.23                          6
4_1_cts   cereal.data_latch[3]$_DFFE_PN_  out_debug        0.39                          6
6_report  cereal.data_latch[3]$_DFFE_PN_    out_fin        0.41                          6
final cells by class:
type	count	area, µm²
inverter	45	169
timing repair buffer	18	158
clock buffer	14	265
sequential	139	3200
multi-input combinational	773	4990
tap	220	275
clock inverter	2	38.8
fill	1549	7600
cells in the final DEF, fill, tap and decap left out, types with 27 or more instances in the layout:
cell type,synthesis,routed
sky130_fd_sc_hd__nor2_1,98,98
sky130_fd_sc_hd__dfxtp_1,97,97
sky130_fd_sc_hd__nand2_1,82,82
sky130_fd_sc_hd__nand3_1,58,58
sky130_fd_sc_hd__o21ai_0,55,55
sky130_fd_sc_hd__a21oi_1,53,53
sky130_fd_sc_hd__inv_1,44,44
sky130_fd_sc_hd__edfxtp_1,42,42
sky130_fd_sc_hd__ha_1,41,41
sky130_fd_sc_hd__xnor2_1,40,40
sky130_fd_sc_hd__xor2_1,35,35
sky130_fd_sc_hd__and3_1,29,29
sky130_fd_sc_hd__nor3_1,27,27
layer usage:
layer,track usage [%],up-vias,part of all wire [%]
met4,4.04,0,1.7
met3,3.22,27,4.6
met2,34.3,172,44
met5,0,-,0
met1,36.3,3312,49
li1,-,3602,-
Power is estimated from default activity; no workload was simulated.
