==> flow/design.v <==
module cereal (input wire sysclk,
               input wire [7:0] data,
               input wire start,
               output reg cereal,
               output reg status,
               output wire pulse,
					output wire [7:0] data_test);
  clockdiv #(15,5207) clockdiv(.sysclk(sysclk),.pulse(pulse));
  parameter IDLE=4'b0000;
  parameter START=4'b0001;
  parameter BIT0=4'b0011;
  parameter BIT1=4'b0010;
  parameter BIT2=4'b0110;
  parameter BIT3=4'b0111;
  parameter BIT4=4'b0101;
  parameter BIT5=4'b0100;
  parameter BIT6=4'b1100;
  parameter BIT7=4'b1001;
  parameter DONE=4'b1011;
  reg [3:0] state = IDLE;
  reg start_latch = 1'b0;
  reg [7:0] data_latch = 8'b00000000;
  assign data_test = data_latch;
  always @(posedge sysclk) begin
    if(status) data_latch <= data;
  end
  always @(posedge sysclk) begin
		if(start) start_latch <= 1'b1;
		else if (!status) start_latch <= 1'b0;
        else if (data_latch == 8'b00000000) start_latch <= 1'b0;
  end
  always @(posedge pulse) begin
    case(state)
      IDLE: if (start_latch) state <= START;    
      START: state <= BIT0;    
      BIT0: state <= BIT1;     
      BIT1: state <= BIT2;
      BIT2: state <= BIT3;
      BIT3: state <= BIT4;
      BIT4: state <= BIT5;
      BIT5: state <= BIT6;
      BIT6: state <= BIT7;
      BIT7: state <= DONE;
      DONE: state <= IDLE;               
      default: state <= IDLE;            
    endcase
  end
  always @(*) begin
    case(state)
      IDLE: begin cereal = 1'b1; status = 1'b1; end                    
      START: begin cereal = 1'b0; status = 1'b0; end                   
      BIT0: begin cereal = data_latch[0]; status = 1'b0; end                                        
      BIT1: begin cereal = data_latch[1]; status = 1'b0;end
      BIT2: begin cereal = data_latch[2]; status = 1'b0;end
      BIT3: begin cereal = data_latch[3]; status = 1'b0;end
      BIT4: begin cereal = data_latch[4]; status = 1'b0;end
      BIT5: begin cereal = data_latch[5]; status = 1'b0;end
      BIT6: begin cereal = data_latch[6]; status = 1'b0;end
      BIT7: begin cereal = data_latch[7]; status = 1'b0;end
      DONE: begin                                                      
        cereal = 1'b1;
        status = 1'b1;
      end                 
      default: begin cereal = 1'b1; status = 1'b1; end                        
    endcase
  end
endmodule
module clockdiv (input wire sysclk, output wire pulse);
parameter WIDTH=8;
parameter COUNT=2**WIDTH-1;
reg [(WIDTH-1):0] clockdiv = 0;
assign pulse=!clockdiv;
always @(posedge sysclk) begin
    if (clockdiv == COUNT) 
        clockdiv <= 0;
    else
        clockdiv <= clockdiv + 1;
end
endmodule
module debouncer (input wire btn, input wire sysclk, output wire btn_deb);
wire pulse;
clockdiv #(16) cd(.sysclk(sysclk),.pulse(pulse));
reg [2:0] ff = 2'b00;  
reg ff_out = 0;
always @(posedge sysclk) begin	
  	ff_out<=ff[0]&ff[1]&ff[2]; 
	if(pulse) begin
	     ff[0]<=btn;
	     ff[1]<=ff[0];
	     ff[2]<=ff[1];
	end
end
assign	btn_deb=(ff[0]&ff[1]&ff[2])&(~ff_out);
endmodule
module rom1 (input wire [3:0] addr, output reg [7:0] data);
    always @(addr) begin
        case(addr)
            4'b0000: data = 8'b01000101;  
            4'b0001: data = 8'b01001110;  
            4'b0010: data = 8'b01000111;  
            4'b0011: data = 8'b01001001;  
            4'b0100: data = 8'b01001110;  
            4'b0101: data = 8'b01000101;  
            4'b0110: data = 8'b01000101;  
            4'b0111: data = 8'b01010010;  
            4'b1000: data = 8'b01001001;  
            4'b1001: data = 8'b01001110;  
            4'b1010: data = 8'b01000111;  
			4'b1011: data = 8'b00100000;
            default: data = 8'b00000000;
        endcase
    end
endmodule
module rom2 (input wire [3:0] addr, output reg [7:0] data);
    always @(addr) begin
        case(addr)
            4'b0000: data = 8'b01000001;  
            4'b0001: data = 8'b01010011;  
            4'b0010: data = 8'b01010011;  
            4'b0011: data = 8'b01001001;  
            4'b0100: data = 8'b01000111;  
            4'b0101: data = 8'b01001110;  
            4'b0110: data = 8'b01001101;  
            4'b0111: data = 8'b01000101;  
            4'b1000: data = 8'b01001110;  
            4'b1001: data = 8'b01010100;  
			4'b1010: data = 8'b00100000;
            default: data = 8'b00000000;
        endcase
    end
endmodule
module rom3 (input wire [3:0] addr, output reg [7:0] data);
    always @(addr) begin
        case(addr)
            4'b0000: data = 8'b01010011;  
            4'b0001: data = 8'b01010100;  
            4'b0010: data = 8'b01010101;  
            4'b0011: data = 8'b01000100;  
            4'b0100: data = 8'b01000101;  
            4'b0101: data = 8'b01001110;  
            4'b0110: data = 8'b01010100;  
		4'b0111: data = 8'b00100000;
            default: data = 8'b00000000;
        endcase
    end
endmodule
module rom4 (input wire [3:0] addr, output reg [7:0] data);
    always @(addr) begin
        case(addr)
            4'b0000: data = 8'b01000110;  
            4'b0001: data = 8'b01010000;  
            4'b0010: data = 8'b01000111;  
            4'b0011: data = 8'b01000001;  
				4'b0100: data = 8'b00100000;
            default: data = 8'b00000000;
        endcase
    end
endmodule
module sendword (input wire sysclk, input wire enable, input wire [1:0] word, output reg status, output wire out);
    wire [7:0] d1;
    wire [7:0] d2;
    wire [7:0] d3;
    wire [7:0] d4;
    reg [3:0] a1 = 4'b000;
    reg [3:0] a2 = 4'b000;
    reg [3:0] a3 = 4'b000;
    reg [3:0] a4 = 4'b000;
    rom1 rom1(.data(d1),.addr(a1));
    rom2 rom2(.data(d2),.addr(a2));
    rom3 rom3(.data(d3),.addr(a3));
    rom4 rom4(.data(d4),.addr(a4));
    parameter IDLE = 3'b000;
    parameter SEND = 3'b001;
    parameter WAIT = 3'b010;
    reg [2:0] state = IDLE, next = IDLE;
    reg [3:0] addr = 4'b0000;
    reg word_done = 1'b0;
    wire cereal_ready;
    reg [7:0] data_out = 8'b00000000;
    reg start;
    cereal cereal(.sysclk(sysclk),.data(data_out),.start(start),.cereal(out),.status(cereal_ready));
    always @(posedge sysclk) state <= next;
    always @(*) begin
        case(state)
            IDLE: if(enable) next <= SEND; else next <= IDLE;
            SEND: if(!cereal_ready) next <= WAIT; else if (word_done) next <= IDLE; else next <= SEND;
            WAIT: if (word_done) next <= IDLE; else if(cereal_ready) next <= SEND; else next <= WAIT;
        endcase
    end
    always @(posedge sysclk) begin
        case(word)
            2'b00: begin
                a1 <= addr;
                data_out <= d1;
            end
            2'b01: begin
                a2 <= addr;
                data_out <= d2;
            end
            2'b10: begin
                a3 <= addr;
                data_out <= d3;
            end
            2'b11: begin
                a4 <= addr;
                data_out <= d4;
            end
        endcase
    end
    always @(state) begin
        case(state)
            IDLE: begin
                data_out <= 8'b00000000;
                start <= 1'b0;
                status <= 1'b1;
                word_done <= 1'b0;
                addr <= 4'b0000;
            end
            SEND: begin
                if (data_out != 8'b000000) begin
                    status <= 1'b0;
                    start <= 1'b1;        
                end
                else begin
                    word_done <= 1'b1;                
                    next <= IDLE;
                end
            end
            WAIT: begin 
                start <= 1'b0;
                addr <= addr + 1'b1;
            end
        endcase
    end
endmodule
module wordgen (input wire sysclk, input wire sw1, input wire sw2, input wire sw3, input wire sw4, input wire write, input wire auto, output wire out);
    wire write_deb, auto_deb;
    reg start = 0;
    wire status;  
    reg [7:0] data;
    reg auto_on = 0;
    parameter W1 = 4'b0000;
    parameter W2 = 4'b0001;
    parameter W3 = 4'b0010;
    parameter W4 = 4'b0100;
    parameter WAIT = 4'b1000;
    reg [3:0] state = WAIT;
    reg [3:0] next = WAIT;
    reg done = 0;
    reg send = 0;
    reg enable_sendword = 0;
    reg word;
    reg status_sendword;
    debouncer debouncer_w(.sysclk(sysclk),.btn(write),.btn_deb(write_deb));
    debouncer debouncer_a(.sysclk(sysclk),.btn(auto),.btn_deb(auto_deb));
    clockdiv #(25) clockdiv(.sysclk(sysclk),.pulse(slowclk));
    sendword sendword (.sysclk(sysclk),.enable(enable_sendword),.word(word),.out(out),.status(status_sendword));
    always @(posedge auto_deb) begin
        if (!auto_on) auto_on = 1;
        else auto_on = 0;
    end
    always @(auto_on or write_deb) begin
        if (auto_on || write_deb) send = 1;
        else ;
    end
    always @(posedge sysclk) state <= next;  
    always @(*) begin
        case(state)
            WAIT: if(send) begin
                    next <= W1;
                    done = 0;
                end
                else begin next <= WAIT; end
            W1: if(done) begin
                    next <= W2;
                    done = 0;
                end
                else next <= W1; 
            W2: if(done) begin
                    next <= W3;
                    done = 0;
                end
                else next <= W2;
            W3: if(done) begin
                    next <= W4;
                    done = 0;
                end
                else next <= W3;
            W4: if(done) begin
                    if(auto_on) begin
                        next <= W1;
                        done = 0;
                    end
                    else begin
                        next <= WAIT;
                        send = 0;
                    end
                end
                else next <= W4;
        endcase
    end
    always @(state) begin
        case(state)
            W1: begin 
                end
            W2: begin 
				end
            W3: begin
				end
            W4: begin
				end
            default: data = 8'b00000000;
        endcase
    end
endmodule
==> flow/run.sh <==
#!/bin/bash
# OpenROAD 26Q1-2900-gdf79404cd8, Yosys 0.63+post, stock flow scripts
make -C /OpenROAD-flow-scripts/flow DESIGN_CONFIG=/design/flow/config.mk WORK_HOME=/design/flow/orfs finish
==> flow/config.mk <==
export PLATFORM = sky130hd
export DESIGN_NAME = wordgen
export DESIGN_NICKNAME = wordgen
export VERILOG_FILES = /design/flow/design.v
export SDC_FILE = /design/flow/constraint.sdc
export NUM_CORES = 4
export LEC_CHECK = 1
export CORE_AREA = 10 10 79 79
export DIE_AREA = 0 0 89 89
==> flow/constraint.sdc <==
current_design wordgen

set clk_period 3.4
set clk_io_pct 0.2

create_clock -name clk0 -period $clk_period [get_ports {sysclk}]

set non_clock_inputs [all_inputs -no_clocks]
set_input_delay [expr $clk_period * $clk_io_pct] -clock clk0 $non_clock_inputs
set_output_delay [expr $clk_period * $clk_io_pct] -clock clk0 [all_outputs]
==> results.txt <==
The layout was made with Yosys and OpenROAD.

The antenna diode count is 0. The post-route minimum period is 1.65 ns. The yosys synthesis warning count is 40. The top flip-flop cell by instance count after synthesis is sky130_fd_sc_hd__dfxtp_1. The I/O pin count is 8. The power density normalized to cell area is 312 nW/um^2. The number of buffers on the longest clock path is 2. The total setup violations reported at the end of the flow is 0. The critical path goes through or4_4 -> nor4_4 -> nor2_1. The slowest stage of the critical path is the sky130_fd_sc_hd__or4_4 cell. The largest total area in the synthesized netlist belongs to sky130_fd_sc_hd__dfxtp_1.

The DRC marker count from the first detailed-route iteration is 22. The area fraction of the largest cell type after synthesis is 0.338. The tally of max-capacitance violations is 0. The category of cells accounting for the largest share of critical-path delay is simple AND/OR/NAND/NOR gates. The final-report hold violation count is 0. The report lists the number of cells resized after CTS as 0.

The startpoint of the most critical register-to-register path is sendword.cereal.clockdiv.clockdiv[9]. Setup repair after global routing left no endpoint under its margin. The fraction of layout cells with a size suffix above 1 is 0.0619.

The detailed placement HPWL is 1020 microns. The synthesized flop and latch total is 19. Nets still carrying antenna violations after routing amount to 0. By count the netlist is led by 15 x sky130_fd_sc_hd__dfxtp_1, 7 x sky130_fd_sc_hd__a21oi_1, 7 x sky130_fd_sc_hd__inv_1, 7 x sky130_fd_sc_hd__nor2_1.

The number of OpenROAD warnings is 32. The wire length of the first global-routing pass is 2640 microns. Checking hold timing, the worst path is listed with class reg -> reg. The global route stage reports its total congestion overflow as 0. The number of standard cells reported by yosys is 93. The flow ran to the end, and the final reports show no timing, DRC or antenna violations. In this run, CTS created clock tree buffers numbering 3. Dividing the final minimum period by the clock period gives 0.486. At the worst endpoint, the arrival time is 1.77 ns. The clock edge transition at the registers on the reported setup and hold paths is 0.06 ns. Pins over their slew limit in the final report were tallied at 0. The post-synth tally of flip-flops with integrated enable is 4. The highest clock rate this design can be run at is 0.605 GHz. The yosys-reported design area after synthesis is 888 sq um. The initial utilization of the core area, before any placement, comes to 0.191. met2 track demand over resource after global routing is 0.0572. The number of vias per cell is 4.32. met3 track demand over resource after global routing is 0.0129.

The slew at the pin closest to its max-slew limit is 0.464 ns. The routed layout reports a DRC error count of 0. The area of the core region is 4660 sq um. The first-pass iteration count of the detailed router is 4.

The number of distinct library cell variants in the gate-level netlist after synthesis is 23. The floorplan row count is 25. According to the floorplan report, the total die area is 7920 sq um. The worst setup path is captured at a flip-flop. The maximum vdd drop is 0.222 mV. According to the timing report, the data required time at the worst endpoint equals 3.52 ns.

In this run the mean area of a mapped cell was 9.55 sq um. Among all stages on the critical path, the maximum delay recorded is 0.58 ns. The initial antenna violation count is 0. The clock reaches the later pin of the worst-skew pair after 0.24 ns. In the final run the clock tree shows a worst skew of 0.00170 ns.

In the post-route report, total wirelength is listed as 1420 microns. The timer found 4 register pins that no clock reaches; their paths are not timed. Yosys reported that registers with async set or reset make up 0. The congestion estimate from routability-driven global placement came to 0.832.

The post-synthesis instance area is 888 sq um. Counting instances, the worst hold path has a depth of 1. The detail-routed net length per standard cell is 9.42 microns. From bottom edge to top edge, the die measures 89 microns.

The count of endpoints without a timing constraint is 9. The type of the setup path with the least slack is reg -> reg. The minimum setup slack among reg-to-reg paths is 1.75 ns. The most heavily used metal layer in global routing is met1. The reg-to-reg endpoint is sendword.cereal.clockdiv.clockdiv[4]. The instance tally after logic synthesis is 93. The routed layout has 653 vias. The met1 routing resource usage after global routing is 0.0613. TritonCTS built the clock tree. Looking at the clock tree report, the root buffer type is sky130_fd_sc_hd__clkbuf_8. The post-synthesis cell type with the largest instance count is sky130_fd_sc_hd__dfxtp_1.

The slew check shows that the tightest pin keeps a relative margin of 0.688. The leakage dissipation is 0.000382 uW. The synthesis report lists the most area-consuming cells as sky130_fd_sc_hd__dfxtp_1 34%, sky130_fd_sc_hd__edfxtp_1 14%, sky130_fd_sc_hd__xnor2_1 4.9%. The finished layout reports a core utilization of 0.216. Along the worst path, the maximum fanout reaches 7. CTS built an H-tree with a depth of 1. The proportion of synthesized chip area in sequential cells is 0.473. The report puts the cell count of the worst reg-to-reg path at 3. The die width is 89 microns. Hold analysis lists the worst path endpoint as sendword.cereal.clockdiv.clockdiv[14]. The tally of filler cells in the layout is 482. The kind of start point of the critical path is a flip-flop. Buffers placed on the I/O ports in this run total 1. The count of buffer and inverter cells on the critical path is 0. Once the clock tree was built, the setup fixing pass inserted 0 buffers. The post-route setup TNS is 0 ns. Across every metal layer, demand over resource in global routing totals 0.0406. The hold-fix buffer count after cts is 0. The largest net degree at the start of global routing is 10. The hold path startpoint is sendword.cereal.clockdiv.clockdiv[14]. The area growth from synthesis to layout is 13.4%. The number of global-route vias before repair is 585.
worst max-delay path by stage:
stage,startpoint,endpoint,slack [ns],cells past startpoint
global route,sendword.cereal.clockdiv.clockdiv[0],sendword.cereal.clockdiv.clockdiv[12],1.60,4
finish,sendword.cereal.clockdiv.clockdiv[9],sendword.cereal.clockdiv.clockdiv[4],1.75,3
CTS,sendword.cereal.clockdiv.clockdiv[9],sendword.cereal.clockdiv.clockdiv[4],1.73,3
cells in the final DEF (no fill, tap or decap), types with 4 or more instances in the layout:
cell type / synthesis / routed
sky130_fd_sc_hd__nand4_1: 5 / 5
sky130_fd_sc_hd__inv_1: 7 / 7
sky130_fd_sc_hd__a21oi_1: 7 / 7
sky130_fd_sc_hd__nand3_1: 4 / 4
sky130_fd_sc_hd__nand2_1: 5 / 5
sky130_fd_sc_hd__nor4_1: 5 / 5
sky130_fd_sc_hd__dfxtp_1: 15 / 15
sky130_fd_sc_hd__nor2_1: 7 / 7
sky130_fd_sc_hd__edfxtp_1: 4 / 4
sky130_fd_sc_hd__xnor2_1: 5 / 5
sky130_fd_sc_hd__xor2_1: 5 / 5
layer usage:
layer	share of wire	up-vias
met2	0.42	7
met1	0.53	295
met5	0	-
met4	0.0063	0
met3	0.041	2
li1	-	349
cells by family after synthesis:
family	Yosys count	synth area share
fa+ha+maj	2	0.0282
compound gates	14	0.0901
buf+inv	8	0.0338
xor+xnor	10	0.0986
flops	19	0.473
simple gates	40	0.276
area by class of cell:
class                           instances  area [sq um]  area share
Clock buffer                            4          45.0      0.0447
Multi-Input combinational cell         66           438       0.435
Inverter                                7          26.3      0.0261
Tap cell                               54          67.6      0.0671
Sequential cell                        19           420       0.417
Timing Repair Buffer                    1          10.0     0.00994
registers in the layout (all words and copies together), names as in the netlist:
register	flops
sendword.cereal.clockdiv.clockdiv	15
sendword.cereal.state	4
power breakdown:
part           total, uW  switching (uW)  internal, uW
Clock                139            55.9          82.8
Combinational   0.000193               0             0
Sequential           176               0           176
Total                314            55.9           259
per-stage QoR:
stage / power [uW] / worst slack, ns / cell area (sq um) / hold slack, ns / cells
3_3_place_gp: 180 / 1.77 / 962 / 0.443 / 147
5_1_grt: 326 / 1.60 / 1010 / 0.484 / 151
4_1_cts: 318 / 1.73 / 1010 / 0.456 / 151
6_report: 314 / 1.75 / 1010 / 0.454 / 151
2_1_floorplan: 180 / 1.92 / 888 / 0.432 / 93
3_5_place_dp: 180 / 1.74 / 962 / 0.444 / 147
No activity file was given, so power comes from the tool's default toggle rates.
